<file path="flow/constraint.sdc">
current_design Left_Rotation

set clk_period 26.5
set clk_io_pct 0.2

create_clock -name clk0 -period $clk_period [get_ports {clk}]

set non_clock_inputs [all_inputs -no_clocks]
set_input_delay [expr $clk_period * $clk_io_pct] -clock clk0 $non_clock_inputs
set_output_delay [expr $clk_period * $clk_io_pct] -clock clk0 [all_outputs]
</file>
<file path="flow/design.v">
module Left_Rotation #(
    parameter ACC_WIDTH = 32,
    parameter N = 4
) (
    input                               clk,
    input                               rst_n,
    input                               start,                
    input signed [ACC_WIDTH-1:0]        matrix_row_p [0:N-1],  
    input signed [ACC_WIDTH-1:0]        matrix_row_q [0:N-1],  
    input signed [15:0]                 sin_theta,            
    input signed [15:0]                 cos_theta,            
    output reg                          done,                 
    output reg signed [ACC_WIDTH-1:0]   matrix_row_p_new [0:N-1],  
    output reg signed [ACC_WIDTH-1:0]   matrix_row_q_new [0:N-1]   
);
    integer i;
    reg [$clog2(N)-1:0] elem_idx;         
    reg processing;                        
    reg signed [ACC_WIDTH-1:0] matrix_p_buf [0:N-1];
    reg signed [ACC_WIDTH-1:0] matrix_q_buf [0:N-1];
    reg signed [15:0] sin_buf, cos_buf;
    reg valid_s1, valid_s2;   
    reg [$clog2(N)-1:0] idx_s1, idx_s2;   
    reg signed [ACC_WIDTH-1:0] mult_cos_p_s1;    
    reg signed [ACC_WIDTH-1:0] mult_sin_q_s1;    
    reg signed [ACC_WIDTH-1:0] mult_cos_q_s1;    
    reg signed [ACC_WIDTH-1:0] mult_sin_p_s1;    
    reg signed [ACC_WIDTH-1:0] result_p_s2;
    reg signed [ACC_WIDTH-1:0] result_q_s2;
    always @(posedge clk or negedge rst_n) begin
        if (!rst_n) begin
            processing <= 1'b0;
            elem_idx <= 0;
            done <= 1'b0;
            for (i = 0; i < N; i = i + 1) begin
                matrix_p_buf[i] <= 0;
                matrix_q_buf[i] <= 0;
            end
            sin_buf <= 0;
            cos_buf <= 0;
        end else begin
            done <= 1'b0;   
            if (start && !processing) begin
                processing <= 1'b1;
                elem_idx <= 0;
                for (i = 0; i < N; i = i + 1) begin
                    matrix_p_buf[i] <= matrix_row_p[i];
                    matrix_q_buf[i] <= matrix_row_q[i];
                end
                sin_buf <= sin_theta;
                cos_buf <= cos_theta;
            end else if (processing) begin
                if (elem_idx < N-1) begin
                    elem_idx <= elem_idx + 1;
                end else begin
                    if (valid_s2) begin
                        processing <= 1'b0;
                        done <= 1'b1;
                    end
                end
            end
        end
    end
    always @(posedge clk or negedge rst_n) begin
        if (!rst_n) begin
            valid_s1 <= 1'b0;
            valid_s2 <= 1'b0;
            idx_s1 <= 0;
            idx_s2 <= 0;
        end else begin
            valid_s1 <= processing && (elem_idx < N || elem_idx == 0);
            idx_s1 <= elem_idx;
            valid_s2 <= valid_s1;
            idx_s2 <= idx_s1;
        end
    end
    always @(posedge clk or negedge rst_n) begin
        if (!rst_n) begin
            mult_cos_p_s1 <= 0;
            mult_sin_q_s1 <= 0;
            mult_cos_q_s1 <= 0;
            mult_sin_p_s1 <= 0;
        end else if (processing && elem_idx < N) begin
            mult_cos_p_s1 <= cos_buf * matrix_p_buf[elem_idx];
            mult_sin_q_s1 <= sin_buf * matrix_q_buf[elem_idx];
            mult_cos_q_s1 <= cos_buf * matrix_q_buf[elem_idx];
            mult_sin_p_s1 <= sin_buf * matrix_p_buf[elem_idx];
        end
    end
    always @(posedge clk or negedge rst_n) begin
        if (!rst_n) begin
            result_p_s2 <= 0;
            result_q_s2 <= 0;
        end else if (valid_s1) begin
            result_p_s2 <= (mult_cos_p_s1 + mult_sin_q_s1) ;
            result_q_s2 <= (mult_cos_q_s1 - mult_sin_p_s1) ;
        end
    end
    always @(posedge clk or negedge rst_n) begin
        if (!rst_n) begin
            for (i = 0; i < N; i = i + 1) begin
                matrix_row_p_new[i] <= 0;
                matrix_row_q_new[i] <= 0;
            end
        end else if (valid_s2) begin
            matrix_row_p_new[idx_s2] <= result_p_s2;
            matrix_row_q_new[idx_s2] <= result_q_s2;
        end
    end
endmodule
</file>
<file path="flow/run.sh">
#!/bin/bash
# OpenROAD 26Q1-2900-gdf79404cd8, Yosys 0.63+post, stock flow scripts
make -C /OpenROAD-flow-scripts/flow DESIGN_CONFIG=/design/flow/config.mk WORK_HOME=/design/flow/orfs finish
</file>
<file path="flow/config.mk">
export PLATFORM = sky130hd
export DESIGN_NAME = Left_Rotation
export DESIGN_NICKNAME = Left_Rotation
export VERILOG_FILES = /design/flow/design.v
export SDC_FILE = /design/flow/constraint.sdc
export NUM_CORES = 4
export LEC_CHECK = 1
export CORE_UTILIZATION = 30
export SYNTH_HDL_FRONTEND = slang
</file>
==> Changelog: implementation <==
### Metrics

- Outcome: finished, final reports clean
- Total of flip-flops plus latches after synthesis: 746
- Cells after synthesis: 7,882
- Count of cells along the worst register-to-register path: 26
- Sequential-to-total area share from yosys stat: 23.4%
- Worst-path clk slew: 0.06 ns
- Critical path start-end classification: flop to flop
- Cell type with the largest total area after synthesis: fa_1
- Wire length after detailed routing: 223,000 um
- Core footprint: 265,000 um2
- Area of all placed cells without fillers: 92,300 um2
- Vias: 55,314
- Resized cells post-CTS: 0
- DRC violations left: 0
- Hold-fix buffers, CTS: 0
- Clock root buffer: clkbuf_16
- Count of pins over their slew limit: 0
- Kind of launch point of the worst setup path: flop
- Cell Rows: 189
- Cell count of the worst hold path: 2
- Width of the chip: 518 um
- Cell type with the highest occurrence count on the critical path: fa_1
- Most used standard cell by instance count after synthesis: inv_1
- Final setup violation count: 0
- Number of global-route vias before repair: 58,948
- Most frequently used flop master after synthesis: dfrtp_1
- Antenna Violating Nets Remaining: 0
- HPWL after detailed placement: 170,000 um
- Data arrival time of the critical path: 9.38 ns
- Buffering stage count on the worst path with inverters included: 7
- Largest net degree at the start of global routing: 132
- Total overflow reported by the global router: 0
- Measured slew at the worst slew-check pin: 0.914 ns
- Count of placed standard cells including taps: 11,690
- First DRT Iteration DRCs: 2,405
- Gpl congestion: 0.924
- Routed via count divided by cell count: 4.66
- Share of the synthesized area in the top cell type: 30.5%
- Maxcap violations: 0
- Yosys Warn Count: 0
- Worst-Skew Late Latency: 0.73 ns
- Slowest stage cell, crit path: dfrtp_4
- Hold Vio Cnt, Final: 0
- Worst hold path class: flop to flop
- Unrepaired setup endpoints after global routing: false
- Setup Skew: 0.0481 ns
- Syn-to-layout area delta: 15.5%
- Async set-reset flop share out of synthesis: 100%
- Count of clock tree sinks: 746
- Max-slew headroom at the worst pin: 39.0%
- Nature of the critical path endpoint: flop
- Final period demand of the worst path: 8.82 ns
- Netlist area before placement: 79,900 um2
- Antenna violations before repair: 36
- Syn avg cell area: 10.1 um2
- Max Fanout on Critical Path: 32
- Global router's overall resource usage: 17.8%
- Largest stage delay on the critical path: 0.67 ns
- Count of input and output buffers: 547
- Number of standard cells reported by yosys: 7,882
- TritonCTS clock tree: done
- Depth of the critical timing path with buffers and inverters included: 26
- OpenROAD warning count: 33
- Top cells by count: 1,639 x inv_1, 1,218 x fa_1, 1,007 x nand2_1
- Count of boundary I/O pins: 548
- Largest delay share family, worst path: adder cells
- Area reported by Yosys stat: 79,900 um2
- Number of post-CTS setup repair buffers: 0
- Core Util at FP: 30.2%
- First-pass DRT Iterations: 7
- H-tree levels: 3
- Dominant cells by area after synthesis: fa_1 31%, dfrtp_1 23%, mux2_2 9.1%
- Max clock buf depth: 3
- Crit share post-route: 33.3%
- Total clock buffers created by CTS: 91
- Chip footprint: 268,000 um2
- Top achievable clock speed: 113 MHz
- Die y size: 518 um
- Sum Neg Setup Slack: 0 ns
- Routed length per placed instance: 18.8 um
- Count of unique library cells instantiated by Yosys: 77
- Total placed instance area: 89,400 um2
- Flip-flops with a built-in enable: 0
- Layout cells sized above 1: 12.5%
- First-pass GRT wire length: 353,000 um
- Final instance count without filler cells: 11,866
- Critical Path RT: 27.06 ns
-- final timing paths --
path / from / slack, ns / end
setup reg to reg: elem_idx[0] / 17.68 / mult_sin_p_s1[29]
hold / removal: matrix_row_q_new[1] / 0.48 / matrix_row_q_new[1]
hold reg to reg: matrix_row_q_new[1] / 0.48 / matrix_row_q_new[1]
min in group asynchronous: rst_n / 4.57 / matrix_p_buf[29]
max in group asynchronous: rst_n / 18.70 / matrix_row_q_new[126]
setup / recovery: elem_idx[0] / 17.68 / mult_sin_p_s1[29]
-- kinds of logic after synthesis --
family                     count (synthesis)  share of synthesized area (%)
AOI/OAI and AO/OA                        529                           4.33
xor gates and xnor gates                 254                           2.80
adders and majority gates               1649                           37.3
buffers and inverters                   2057                           9.73
DFF                                      746                           23.4
muxes                                    717                           11.0
and+or+nand+nor                         1930                           11.5
-- through the flow --
step	setup WS [ns]	hold slack, ns	util [%]
finish	17.68	0.477	34.8
detailed placement	16.98	0.472	33.7
global route	17.21	0.513	34.8
floorplan	18.84	0.331	-
CTS	17.63	0.486	34.8
global placement	17.03	0.464	33.7
-- area by class of cell --
class / count / area [um2]
repair buffers: 692 / 6630
inverters: 1640 / 6160
diodes: 16 / 40.0
fillers: 25864 / 173000
clock buffers: 124 / 2480
clock inverters: 36 / 409
well taps: 3533 / 4420
flip-flops and latches: 746 / 18700
multi-input cells: 5079 / 53500
-- placed cells by master (no fill, tap or decap), drive strengths merged, types with 17 or more instances in the layout --
cell	netlist	routed
nand2	1007	1007
ha	431	431
a211oi	25	25
and2	599	599
mux2	644	644
o21ai	118	118
nand2b	38	38
fa	1218	1218
xnor2	191	191
o21bai	24	24
clkdlybuf4s50	0	546
nor2	134	134
dfrtp	746	746
a21oi	143	143
nor3	29	29
mux4	64	64
o21a	18	18
a21o	90	90
nor2b	19	19
clkbuf	376	124
o31ai	17	17
nand3	37	37
buf	41	146
xor2	63	63
inv	1639	1652
-- flip-flops by register name (all words and copies together), names as in the netlist, 16 cells and up --
register,flops
matrix_row_p_new,128
result_q_s2,32
mult_sin_p_s1,32
mult_cos_q_s1,32
matrix_q_buf,128
matrix_p_buf,128
matrix_row_q_new,128
cos_buf,16
sin_buf,16
result_p_s2,32
mult_cos_p_s1,32
mult_sin_q_s1,32
-- worst min-delay path, cell delays in order (launching register included) --
cell and delay [ns]:
dfrtp_1 0.34, nand2_1 0.04, o21ai_0 0.06
-- layer usage --
metal	global-route usage (%)	part of all wire, %	vias up
li1	-	-	24830
met1	24.7	42	27841
met2	25.6	43	2252
met3	8.44	12	343
met4	4.77	3.5	48
met5	0.356	0.19	-
