[./config.mk]
export PLATFORM = sky130hd
export DESIGN_NAME = Calu_Covariance_Top
export DESIGN_NICKNAME = Calu_Covariance_Top
export VERILOG_FILES = /design/flow/design.v
export SDC_FILE = /design/flow/constraint.sdc
export NUM_CORES = 4
export LEC_CHECK = 1
export CORE_UTILIZATION = 30
export SYNTH_HDL_FRONTEND = slang
[./constraint.sdc]
current_design Calu_Covariance_Top

set clk_period 75.2
set clk_io_pct 0.2

create_clock -name clk0 -period $clk_period [get_ports {iclk}]

set non_clock_inputs [all_inputs -no_clocks]
set_input_delay [expr $clk_period * $clk_io_pct] -clock clk0 $non_clock_inputs
set_output_delay [expr $clk_period * $clk_io_pct] -clock clk0 [all_outputs]
[./design.v]
module Calu_Covariance_Top #(
    parameter N           = 4,     
    parameter DATA_WIDTH  = 16,    
    parameter ACC_WIDTH   = 20,    
    parameter SAMPLES_NUM = 4096,  
    parameter DONE_WAIT_CYCLES = 10  
)(
    input  wire                       iclk,
    input  wire                       irst_n,
    input  wire                       istart,         
    input  wire                       idata_valid,
    input  wire signed [DATA_WIDTH-1:0] idata_i [0:N-1],
    input  wire signed [DATA_WIDTH-1:0] idata_q [0:N-1],
    output wire signed [ACC_WIDTH-1:0] oresult_diag   [0:N-1],                  
    output wire signed [ACC_WIDTH-1:0] oresult_upper_q[0:(N*(N-1)/2)-1],        
    output wire signed [ACC_WIDTH-1:0] oresult_upper_i[0:(N*(N-1)/2)-1],        
    output reg                         oresult_valid,   
    output reg                         ocalu_done       
);
    localparam [1:0] IDLE = 2'b00;
    localparam [1:0] CALU = 2'b01;
    localparam [1:0] WAIT = 2'b10;
    localparam [1:0] DONE = 2'b11;
    reg [1:0] current_state, next_state;
    localparam DONE_CNT_BITS = $clog2(DONE_WAIT_CYCLES);
    reg [DONE_CNT_BITS:0] done_wait_cnt;   
    reg internal_rst_n;
    wire internal_data_valid;
    wire internal_samples_complete;
    always @(posedge iclk or negedge irst_n) begin
        if (!irst_n)
            current_state <= IDLE;
        else
            current_state <= next_state;
    end
    always @(*) begin
        case (current_state)
            IDLE: begin
                if (istart)
                    next_state = CALU;
                else
                    next_state = IDLE;
            end
            CALU: begin
                if (internal_samples_complete)
                    next_state = WAIT;
                else
                    next_state = CALU;
            end
            WAIT:begin
                if (finish_flag[N-1][N-1])
                    next_state = DONE;
                else
                    next_state = WAIT;
            end
            DONE: begin
                if (done_wait_cnt >= DONE_WAIT_CYCLES)
                    next_state = IDLE;
                else
                    next_state = DONE;
            end
            default: next_state = IDLE;
        endcase
    end
    always @(posedge iclk or negedge irst_n) begin
        if (!irst_n) begin
            done_wait_cnt <= {(DONE_CNT_BITS+1){1'b0}};
            internal_rst_n <= 1'b0;
            oresult_valid <= 1'b0;
            ocalu_done <= 1'b0;
        end else begin
            case (current_state)
                IDLE: begin
                    done_wait_cnt <= {(DONE_CNT_BITS+1){1'b0}};
                    internal_rst_n <= 1'b0;   
                    oresult_valid <= 1'b0;
                    ocalu_done <= 1'b0;
                end
                CALU: begin
                    internal_rst_n <= 1'b1;   
                    oresult_valid <= 1'b0;
                    ocalu_done <= 1'b0;
                end
                WAIT:begin
                end
                DONE: begin
                    internal_rst_n <= 1'b1;   
                    oresult_valid <= 1'b1;    
                    ocalu_done <= 1'b1;       
                    if (done_wait_cnt < DONE_WAIT_CYCLES)
                        done_wait_cnt <= done_wait_cnt + 1'b1;
                    else
                        done_wait_cnt <= {(DONE_CNT_BITS+1){1'b0}};
                end
                default: begin
                    done_wait_cnt <= {(DONE_CNT_BITS+1){1'b0}};
                    internal_rst_n <= 1'b0;
                    oresult_valid <= 1'b0;
                    ocalu_done <= 1'b0;
                end
            endcase
        end
    end
    assign internal_data_valid = (current_state == CALU) ? idata_valid : 1'b0;
    localparam SAMPLES_BITS = $clog2(SAMPLES_NUM);
    reg [SAMPLES_BITS-1:0] global_sample_cnt;
    reg samples_complete;
    always @(posedge iclk or negedge internal_rst_n) begin
        if (!internal_rst_n) begin
            global_sample_cnt <= {SAMPLES_BITS{1'b0}};
            samples_complete <= 1'b0;
        end else begin
            if (internal_data_valid) begin
                if (global_sample_cnt==(SAMPLES_NUM-1)) begin
                    global_sample_cnt <= {SAMPLES_BITS{1'b0}};
                    samples_complete <= 1'b1;
                end else begin
                    global_sample_cnt <= global_sample_cnt + 1'b1;
                    samples_complete <= 1'b0;
                end
            end else begin
                global_sample_cnt <= global_sample_cnt ;
                samples_complete <= 1'b0;
            end
        end
    end
    assign internal_samples_complete = samples_complete;
    reg signed [DATA_WIDTH-1:0] delayed_data_q [0:N-1][0:N-2];
    reg signed [DATA_WIDTH-1:0] delayed_data_i [0:N-1][0:N-2];
    genvar col;
    integer s;
    generate
        for (col = 1; col < N; col = col + 1) begin : gen_delay_lines
            always @(posedge iclk or negedge internal_rst_n) begin
                if (!internal_rst_n) begin
                    for (s = 0; s < col; s = s + 1) begin
                        delayed_data_q[col][s] <= {DATA_WIDTH{1'b0}};
                        delayed_data_i[col][s] <= {DATA_WIDTH{1'b0}};
                    end
                end else begin 
                    if(internal_data_valid) begin
                        delayed_data_q[col][0] <= idata_q[col];
                        delayed_data_i[col][0] <= idata_i[col];
                        for (s = 1; s < col; s = s + 1) begin
                            delayed_data_q[col][s] <= delayed_data_q[col][s-1];
                            delayed_data_i[col][s] <= delayed_data_i[col][s-1];
                        end
                    end else begin                    
                        delayed_data_q[col][0] <= 0;
                        delayed_data_i[col][0] <= 0;
                        for (s = 1; s < col; s = s + 1) begin
                            delayed_data_q[col][s] <= delayed_data_q[col][s-1];
                            delayed_data_i[col][s] <= delayed_data_i[col][s-1];
                        end
                    end
                end
            end
        end
    endgenerate
    wire signed [DATA_WIDTH-1:0] aligned_data_q [0:N-1];
    wire signed [DATA_WIDTH-1:0] aligned_data_i [0:N-1];
    assign aligned_data_q[0] = idata_q[0];
    assign aligned_data_i[0] = idata_i[0];
    generate
        for (col = 1; col < N; col = col + 1) begin : gen_aligned_signals
            assign aligned_data_q[col] = delayed_data_q[col][col-1];
            assign aligned_data_i[col] = delayed_data_i[col][col-1];
        end
    endgenerate
    wire finish_flag [0:N-1][0:N-1];
    wire signed [DATA_WIDTH-1:0] a_data_q [0:N-1][0:N-1];
    wire signed [DATA_WIDTH-1:0] a_data_i [0:N-1][0:N-1];
    wire signed [DATA_WIDTH-1:0] b_data_q [0:N-1][0:N-1];
    wire signed [DATA_WIDTH-1:0] b_data_i [0:N-1][0:N-1];
    wire signed [ACC_WIDTH-1:0] pe_result_q [0:N-1][0:N-1];
    wire signed [ACC_WIDTH-1:0] pe_result_i [0:N-1][0:N-1];
    wire pe_result_valid [0:N-1][0:N-1];
    genvar row, col_gen;
    generate
        for (row = 0; row < N; row = row + 1) begin : gen_pe_rows
            for (col_gen = 0; col_gen < N; col_gen = col_gen + 1) begin : gen_pe_cols
                if (row == col_gen) begin : pe_diagonal
                    if (row == 0) begin : pe_diag_first_row
                        pe_diag #(
                            .DATA_WIDTH(DATA_WIDTH),
                            .ACC_WIDTH(ACC_WIDTH),
                            .SAMPLES_BITS(SAMPLES_BITS)
                        ) pe_inst (
                            .clk(iclk),
                            .rst_n(internal_rst_n),
                            .finish_flag_in(samples_complete),
                            .data_q(aligned_data_q[col_gen]),
                            .data_i(aligned_data_i[col_gen]),
                            .a_data_out_q(a_data_q[row][col_gen]),
                            .a_data_out_i(a_data_i[row][col_gen]),
                            .finish_flag_out(finish_flag[row][col_gen]),
                            .result_q(pe_result_q[row][col_gen])
                        );
                        assign pe_result_i[row][col_gen] = {ACC_WIDTH{1'b0}};
                        assign b_data_q[row][col_gen] = aligned_data_q[col_gen];
                        assign b_data_i[row][col_gen] = aligned_data_i[col_gen];
                    end else begin : pe_diag_other_rows
                        pe_diag #(
                            .DATA_WIDTH(DATA_WIDTH),
                            .ACC_WIDTH(ACC_WIDTH),
                            .SAMPLES_BITS(SAMPLES_BITS)
                        ) pe_inst (
                            .clk(iclk),
                            .rst_n(internal_rst_n),
                            .finish_flag_in(finish_flag[row-1][col_gen]),
                            .data_q(b_data_q[row-1][col_gen]),
                            .data_i(b_data_i[row-1][col_gen]),
                            .a_data_out_q(a_data_q[row][col_gen]),
                            .a_data_out_i(a_data_i[row][col_gen]),
                            .finish_flag_out(finish_flag[row][col_gen]),
                            .result_q(pe_result_q[row][col_gen])
                        );
                        assign pe_result_i[row][col_gen] = {ACC_WIDTH{1'b0}};
                        assign b_data_q[row][col_gen] = b_data_q[row-1][col_gen];
                        assign b_data_i[row][col_gen] = b_data_i[row-1][col_gen];
                    end
                end else if (col_gen > row) begin : pe_upper
                    if (row == 0) begin : pe_upper_first_row
                        pe_offdiag #(
                            .DATA_WIDTH(DATA_WIDTH),
                            .ACC_WIDTH(ACC_WIDTH),
                            .SAMPLES_BITS(SAMPLES_BITS)
                        ) pe_inst (
                            .clk(iclk),
                            .rst_n(internal_rst_n),
                            .finish_flag_in(samples_complete),
                            .a_data_q(a_data_q[row][col_gen-1]),
                            .a_data_i(a_data_i[row][col_gen-1]),
                            .b_data_q(aligned_data_q[col_gen]),
                            .b_data_i(aligned_data_i[col_gen]),
                            .a_data_out_q(a_data_q[row][col_gen]),
                            .a_data_out_i(a_data_i[row][col_gen]),
                            .b_data_out_q(b_data_q[row][col_gen]),
                            .b_data_out_i(b_data_i[row][col_gen]),
                            .finish_flag_out(finish_flag[row][col_gen]),
                            .result_q(pe_result_q[row][col_gen]),
                            .result_i(pe_result_i[row][col_gen])
                        );
                    end else begin : pe_upper_other_rows
                        pe_offdiag #(
                            .DATA_WIDTH(DATA_WIDTH),
                            .ACC_WIDTH(ACC_WIDTH),
                            .SAMPLES_BITS(SAMPLES_BITS)
                        ) pe_inst (
                            .clk(iclk),
                            .rst_n(internal_rst_n),
                            .finish_flag_in(finish_flag[row-1][col_gen]),
                            .a_data_q(a_data_q[row][col_gen-1]),
                            .a_data_i(a_data_i[row][col_gen-1]),
                            .b_data_q(b_data_q[row-1][col_gen]),
                            .b_data_i(b_data_i[row-1][col_gen]),
                            .a_data_out_q(a_data_q[row][col_gen]),
                            .a_data_out_i(a_data_i[row][col_gen]),
                            .b_data_out_q(b_data_q[row][col_gen]),
                            .b_data_out_i(b_data_i[row][col_gen]),
                            .finish_flag_out(finish_flag[row][col_gen]),
                            .result_q(pe_result_q[row][col_gen]),
                            .result_i(pe_result_i[row][col_gen])
                        );
                    end
                end
            end
        end
    endgenerate
    generate
        for (col = 0; col < N; col = col + 1) begin : gen_diag_output
            assign oresult_diag[col] = pe_result_q[col][col];
        end
    endgenerate
    integer idx;
    generate
        for (row = 0; row < N; row = row + 1) begin : gen_upper_output
            for (col_gen = row + 1; col_gen < N; col_gen = col_gen + 1) begin : gen_col
                localparam OUT_IDX = (row * (2*N - row - 1)) / 2 + (col_gen - row - 1);
                assign oresult_upper_q[OUT_IDX] = pe_result_q[row][col_gen];
                assign oresult_upper_i[OUT_IDX] = pe_result_i[row][col_gen];
            end
        end
    endgenerate
endmodule
module pe_diag #(
    parameter DATA_WIDTH = 16,
    parameter ACC_WIDTH = 40,
    parameter SAMPLES_BITS=4
)(
    input                           clk, rst_n,
    input                           finish_flag_in,
    input  signed [DATA_WIDTH-1:0]  data_q, data_i,
    output reg signed [DATA_WIDTH-1:0] a_data_out_q, a_data_out_i,
    output reg                      finish_flag_out,
    output reg signed [ACC_WIDTH-1:0]  result_q
);
    reg signed [ACC_WIDTH-1:0] power_q_stage1;
    reg signed [ACC_WIDTH-1:0] power_i_stage1;
    reg                           finish_flag_stage1;
    always @(posedge clk or negedge rst_n) begin
        if (!rst_n) begin
            power_q_stage1 <= {ACC_WIDTH{1'b0}};
            power_i_stage1 <= {ACC_WIDTH{1'b0}};
            finish_flag_stage1 <= 1'b0;
        end else begin
            power_q_stage1 <= data_q * data_q;   
            power_i_stage1 <= data_i * data_i;   
            a_data_out_q <= data_q;
            a_data_out_i <= data_i;
            finish_flag_stage1 <= finish_flag_in;
        end
    end
    reg signed [ACC_WIDTH-1:0] accumulator;
    always @(posedge clk or negedge rst_n) begin
        if (!rst_n) begin
            accumulator <= {ACC_WIDTH{1'b0}};
            result_q <= {ACC_WIDTH{1'b0}};
            a_data_out_q <= {DATA_WIDTH{1'b0}};
            a_data_out_i <= {DATA_WIDTH{1'b0}};
            finish_flag_out <= 1'b0;
        end else begin
            finish_flag_out <= finish_flag_stage1;
            if (finish_flag_stage1) begin
                result_q <= (accumulator + power_q_stage1 + power_i_stage1) >>> SAMPLES_BITS;
                accumulator <= {ACC_WIDTH{1'b0}};   
            end else begin
                accumulator <= accumulator + power_q_stage1 + power_i_stage1;
            end
        end
    end
endmodule
module pe_offdiag #(
    parameter DATA_WIDTH = 16,
    parameter ACC_WIDTH = 40,
    parameter SAMPLES_BITS=4
)(
    input                           clk, rst_n,
    input                           finish_flag_in,
    input  signed [DATA_WIDTH-1:0]  a_data_q, a_data_i,       
    input  signed [DATA_WIDTH-1:0]  b_data_q, b_data_i,       
    output reg signed [DATA_WIDTH-1:0] a_data_out_q, a_data_out_i,  
    output reg signed [DATA_WIDTH-1:0] b_data_out_q, b_data_out_i,  
    output reg                      finish_flag_out,
    output reg signed [ACC_WIDTH-1:0]  result_q, result_i
);
    reg signed [ACC_WIDTH-1:0] mult_ac_stage1;
    reg signed [ACC_WIDTH-1:0] mult_bd_stage1;
    reg signed [ACC_WIDTH-1:0] mult_bc_stage1;
    reg signed [ACC_WIDTH-1:0] mult_ad_stage1;
    reg                           finish_flag_stage1;
    always @(posedge clk or negedge rst_n) begin
        if (!rst_n) begin
            mult_ac_stage1 <= {ACC_WIDTH{1'b0}};
            mult_bd_stage1 <= {ACC_WIDTH{1'b0}};
            mult_bc_stage1 <= {ACC_WIDTH{1'b0}};
            mult_ad_stage1 <= {ACC_WIDTH{1'b0}};
            finish_flag_stage1 <= 1'b0;
        end else begin
            mult_ac_stage1 <= a_data_q * b_data_q;   
            mult_bd_stage1 <= a_data_i * b_data_i;   
            mult_bc_stage1 <= a_data_i * b_data_q;   
            mult_ad_stage1 <= a_data_q * b_data_i;   
            finish_flag_stage1 <= finish_flag_in;
        end
    end
    reg signed [ACC_WIDTH-1:0] acc_q, acc_i;
    always @(posedge clk or negedge rst_n) begin
        if (!rst_n) begin
            acc_q <= {ACC_WIDTH{1'b0}};
            acc_i <= {ACC_WIDTH{1'b0}};
            result_q <= {ACC_WIDTH{1'b0}};
            result_i <= {ACC_WIDTH{1'b0}};
            finish_flag_out <= 1'b0;
        end else begin
            finish_flag_out <= finish_flag_stage1;
            if (finish_flag_stage1) begin
                result_q <= (acc_q + mult_ac_stage1 + mult_bd_stage1) >>> SAMPLES_BITS;
                result_i <= (acc_i + mult_bc_stage1 - mult_ad_stage1) >>> SAMPLES_BITS;
                acc_q <= {ACC_WIDTH{1'b0}};   
                acc_i <= {ACC_WIDTH{1'b0}};
            end else begin
                acc_q <= acc_q + mult_ac_stage1 + mult_bd_stage1;
                acc_i <= acc_i +  mult_ad_stage1 -mult_bc_stage1 ;
            end
        end
    end
    always @(posedge clk or negedge rst_n) begin
        if (!rst_n) begin
            a_data_out_q <= {DATA_WIDTH{1'b0}};
            a_data_out_i <= {DATA_WIDTH{1'b0}};
            b_data_out_q <= {DATA_WIDTH{1'b0}};
            b_data_out_i <= {DATA_WIDTH{1'b0}};
        end else begin
            a_data_out_q <= a_data_q;
            a_data_out_i <= a_data_i;
            b_data_out_q <= b_data_q;
            b_data_out_i <= b_data_i;
        end
    end
endmodule
[./run.sh]
#!/bin/bash
# OpenROAD 26Q1-2900-gdf79404cd8, Yosys 0.63+post, stock flow scripts
make -C /OpenROAD-flow-scripts/flow DESIGN_CONFIG=/design/flow/config.mk WORK_HOME=/design/flow/orfs finish
==> Changelog: implementation <==
### Metrics

* Gate Count Post-Synth at 27,900
* Final min period at a little over 20,000 ps
* DR vias at approximately 180k
* DP HPWL at 503 mm
* Crit path max fanout at 12
* DR WL/cell at 17.0 um
* Register area share after synthesis at 16.3%
* Worst Path Arrival at 21,220 ps
* Post-CTS Resized at 0
* Overall routed net length at 671 mm
* Worst slew pin tran at 1110 ps
* Antenna Nets Post-Route at 0
* Top-area cell share at 35.2%
* Initial antenna violation count at 37
* Synthesis area per yosys at 0.262 mm^2
* DRC Markers at 0
* Peak VDD IR at 0.0000444 V
* Area leader, netlist: fa_1
* CTS root buffer: clkbuf_16
* Die X at 937 um
* Largest net degree at the start of global routing at 120
* Core box area at 0.869 mm^2
* Gr ovfl total at 0
* First-pass DRT Iterations at 6
* Pwr Density at 34.5 mW/mm^2
* Flip-flops with a built-in enable at 96
* Crit start category: input pin
* Routability Congestion at ~0.9
* Post-CTS setup buffers at 0
* Layout cells sized above 1 at 3.81%
* Slew HR at between 20% and 30%
* Pleak at 0.143 uW
* Synth area leaders: fa_1, dfrtp_1, ha_1
* Post-layout period usage of the worst path at 27.1%
* Final Hold Violation Tally at 0
* Setup TNS at 0 ps
* Gr usage total at between 15 and 20%
* Die area at between 0.8 and 0.9 mm^2
* Setup Skew at 130 ps
* Syn Std Cell Area at 0.262 mm^2
* CTS Buf Count at 220
* P&R area growth vs syn at 9.69%
* Slew Viols, Final at 0
* Crit path kind: input pin to flip-flop
* Ports at roughly 450
* Iter 0 DRT Violations at 7,243
* Hold Crit Class: flip-flop to async pin
* OpenROAD warning count at 185
* Synth warn at 0
* Worst hold slack at 317 ps
* CTS Buffer Depth at 4
* PortBufs at 453
* Post-CTS Hold Fix Bufs at 0
* # fillers at 86,600
* FMAX at 0.0491 GHz
* Async set or reset register ratio after synthesis at a little over nine tenths
* H-tree level count at 4
* Core utilization at floorplan at 30.2%
* Unrepaired setup endpoints after global routing: no
* Row count at 342
* CTS tree: built
* Avg Synthesized Cell Area at 9.41 um^2
* Ys cells at 27,900
* Max-Cap Viols at 0
* Critical path required time at 76,050 ps
* Late-Pin Clk Latency at roughly 1000 ps
* Status: completed
* First-pass GRT wire length at 1080 mm
* Setup-failing EPs final at 0
* Worst-path clk slew at roughly 70 ps
* Vias in the first global route at 190,000
* Worst Setup End Kind: flip-flop
* # clock sinks at 1,688
* Yosys reg bits at 1,688
* Distinct lib cells used at 80
* Via/cell ratio at 4.47
* Commonest flop: dfrtp_1
* Chip Height at 937 um
-- critical path, cell delays in order --
cell and delay (ps):
clkdlybuf4s50_1 980, nand2_1 250, fa_1 540, fa_1 470
fa_1 450, fa_1 490, inv_1 50, fa_1 550
inv_1 50, fa_1 470, inv_1 40, ha_1 340
nand3_1 90, nor3b_1 320, nor4_1 140, or3_1 420
and4_1 200, a311o_1 310
-- path summary, 6_finish.rpt --
check,startpoint,depth (start not counted),slack [ps],end
worst max-delay path,idata_q[55],18,54830,flip-flop
worst min-delay path,internal_rst_n$_DFFE_PN0P_,0,320,async pin
worst max register to register,flip-flop,19,68130,flip-flop
worst min register to register,internal_rst_n$_DFFE_PN0P_,0,320,async pin
max in group asynchronous,irst_n,1,60450,internal_rst_n$_DFFE_PN0P_
min in group clk0,delayed_data_q[30]$_DFF_PN0_,0,350,aligned_data_q[14]$_DFF_PN0_
-- logic make-up after synthesis --
group	Yosys count	share of synthesized area (%)
buffers and inverters	8165	12.0
and+or+nand+nor	7301	13.8
adders and majority gates	7242	47.8
AOI/OAI and AO/OA	1772	4.46
DFF	1688	16.3
xor gates and xnor gates	1640	5.48
muxes	46	0.191
other	1	0.00143
-- per-layer routing --
layer	track usage [%]	wire [um]	up-vias
met5	0.207	335	-
met4	3.51	18500	20
met3	7.13	69400	893
met2	25.5	305000	5795
met1	22.2	278000	87800
li1	-	-	82200
-- cells in the mapped netlist (220+ instances only) --
cell and instances:
xnor2_1 1277, nor2_1 632, xor2_1 363, clkbuf_1 1014
and2_1 2522, o21ai_0 288, nor3_1 236, and3_1 245
inv_1 6936, fa_1 4612, ha_1 2629, nand2_1 2995
dfrtp_1 1591, a21oi_1 506, a21o_1 220
-- placed cells by master (no fill, tap or decap), types with 96 or more instances in the layout --
master           synthesis  final
inv_1                 6936   6935
fa_1                  4612   4612
nand2_1               2995   2995
ha_1                  2629   2629
and2_1                2522   2522
dfrtp_1               1591   1586
xnor2_1               1277   1271
nor2_1                 632    632
buf_4                  193    510
a21oi_1                506    506
clkdlybuf4s50_1          0    452
xor2_1                 363    363
o21ai_0                288    286
and3_1                 245    245
nor3_1                 236    235
clkbuf_16                0    225
a21o_1                 220    220
nand3_1                174    174
nand2b_1               124    124
a31oi_1                124    124
nor2b_1                117    117
or3_1                  115    115
o21bai_1               102    102
edfxtp_1                96     96
-- layout make-up --
class	count	area [um^2]	area share, %
well taps	11500	14400	5.02
multi-input cells	18000	188000	65.4
diodes	31	77.6	0.0270
repair buffers	967	8450	2.94
clock inverters	134	1570	0.546
inverters	6941	26100	9.07
flip-flops and latches	1688	42700	14.9
clock buffers	275	6070	2.11
-- stage by stage --
step / instance area, um^2 / total power, uW / utilization, % / worst slack, ps / cells
after detailed placement: 280000 / 8830 / 32.2 / 53870 / 39100
after CTS: 287000 / 10100 / 33.1 / 54920 / 39500
after global routing: 287000 / 11100 / 33.1 / 54520 / 39500
after floorplan: 262000 / 6480 / - / 25090 / 27900
final: 287000 / 9920 / 33.1 / 54830 / 39600
after global placement: 280000 / 8830 / 32.2 / 53850 / 39100
-- power by group --
part | internal, uW | switching, uW
Sequential | 1270 | 184
Combinational | 2960 | 4380
Clock | 651 | 474
Power is estimated from default activity; no workload was simulated.
