==> /design/flow/design.v <==
module Right_Rotation #(
    parameter ACC_WIDTH = 20,
    parameter N = 4
) (
    input                               clk,
    input                               rst_n,
    input                               start,                
    input signed [ACC_WIDTH-1:0]        matrix_col_p [0:N-1],  
    input signed [ACC_WIDTH-1:0]        matrix_col_q [0:N-1],  
    input signed [15:0]                 sin_theta,            
    input signed [15:0]                 cos_theta,            
    output reg                          done,                 
    output reg signed [ACC_WIDTH-1:0]   matrix_col_p_new [0:N-1],  
    output reg signed [ACC_WIDTH-1:0]   matrix_col_q_new [0:N-1]   
);
    integer i;
    reg [$clog2(N)-1:0] elem_idx;         
    reg processing;                       
    reg signed [ACC_WIDTH-1:0] matrix_p_buf [0:N-1];
    reg signed [ACC_WIDTH-1:0] matrix_q_buf [0:N-1];
    reg signed [15:0] sin_buf, cos_buf;
    reg valid_s1, valid_s2;   
    reg [$clog2(N)-1:0] idx_s1, idx_s2;   
    reg signed [ACC_WIDTH-1:0] mult_cos_p_s1;    
    reg signed [ACC_WIDTH-1:0] mult_sin_q_s1;    
    reg signed [ACC_WIDTH-1:0] mult_cos_q_s1;    
    reg signed [ACC_WIDTH-1:0] mult_sin_p_s1;    
    reg signed [ACC_WIDTH-1:0] result_p_s2;
    reg signed [ACC_WIDTH-1:0] result_q_s2;
    always @(posedge clk or negedge rst_n) begin
        if (!rst_n) begin
            processing <= 1'b0;
            elem_idx <= 0;
            done <= 1'b0;
            for (i = 0; i < N; i = i + 1) begin
                matrix_p_buf[i] <= 0;
                matrix_q_buf[i] <= 0;
            end
            sin_buf <= 0;
            cos_buf <= 0;
        end else begin
            done <= 1'b0;   
            if (start && !processing) begin
                processing <= 1'b1;
                elem_idx <= 0;
                for (i = 0; i < N; i = i + 1) begin
                    matrix_p_buf[i] <= matrix_col_p[i];
                    matrix_q_buf[i] <= matrix_col_q[i];
                end
                sin_buf <= sin_theta;
                cos_buf <= cos_theta;
            end else if (processing) begin
                if (elem_idx < N-1) begin
                    elem_idx <= elem_idx + 1;
                end else begin
                    if (valid_s2 && idx_s2 == N-1) begin
                        processing <= 1'b0;
                        done <= 1'b1;
                    end
                end
            end
        end
    end
    always @(posedge clk or negedge rst_n) begin
        if (!rst_n) begin
            valid_s1 <= 1'b0;
            valid_s2 <= 1'b0;
            idx_s1 <= 0;
            idx_s2 <= 0;
        end else begin
            valid_s1 <= processing && (elem_idx < N || elem_idx == 0);
            idx_s1 <= elem_idx;
            valid_s2 <= valid_s1;
            idx_s2 <= idx_s1;
        end
    end
    always @(posedge clk or negedge rst_n) begin
        if (!rst_n) begin
            mult_cos_p_s1 <= 0;
            mult_sin_q_s1 <= 0;
            mult_cos_q_s1 <= 0;
            mult_sin_p_s1 <= 0;
        end else if (processing && elem_idx < N) begin
            mult_cos_p_s1 <= cos_buf * matrix_p_buf[elem_idx];
            mult_sin_q_s1 <= sin_buf * matrix_q_buf[elem_idx];
            mult_cos_q_s1 <= cos_buf * matrix_q_buf[elem_idx];
            mult_sin_p_s1 <= sin_buf * matrix_p_buf[elem_idx];
        end
    end
    always @(posedge clk or negedge rst_n) begin
        if (!rst_n) begin
            result_p_s2 <= 0;
            result_q_s2 <= 0;
        end else if (valid_s1) begin
            result_p_s2 <= (mult_cos_p_s1 + mult_sin_q_s1);
            result_q_s2 <= (mult_cos_q_s1 - mult_sin_p_s1);
        end
    end
    always @(posedge clk or negedge rst_n) begin
        if (!rst_n) begin
            for (i = 0; i < N; i = i + 1) begin
                matrix_col_p_new[i] <= 0;
                matrix_col_q_new[i] <= 0;
            end
        end else if (valid_s2) begin
            matrix_col_p_new[idx_s2] <= result_p_s2;
            matrix_col_q_new[idx_s2] <= result_q_s2;
        end
    end
endmodule
==> /design/flow/run.sh <==
#!/bin/bash
# OpenROAD 26Q1-2900-gdf79404cd8, Yosys 0.63+post, stock flow scripts
make -C /OpenROAD-flow-scripts/flow DESIGN_CONFIG=/design/flow/config.mk WORK_HOME=/design/flow/orfs finish
==> /design/flow/config.mk <==
export PLATFORM = sky130hd
export DESIGN_NAME = Right_Rotation
export DESIGN_NICKNAME = Right_Rotation
export VERILOG_FILES = /design/flow/design.v
export SDC_FILE = /design/flow/constraint.sdc
export NUM_CORES = 4
export LEC_CHECK = 1
export CORE_UTILIZATION = 50
export SYNTH_HDL_FRONTEND = slang
==> /design/flow/constraint.sdc <==
current_design Right_Rotation

set clk_period 13.4
set clk_io_pct 0.2

create_clock -name clk0 -period $clk_period [get_ports {clk}]

set non_clock_inputs [all_inputs -no_clocks]
set_input_delay [expr $clk_period * $clk_io_pct] -clock clk0 $non_clock_inputs
set_output_delay [expr $clk_period * $clk_io_pct] -clock clk0 [all_outputs]
==> run notes <==
Results of the run.

The count of flip-flops with a built-in enable after synthesis is 0. The die is 302 um tall. The path with the worst hold slack has its endpoint at idx_s2[1]. Setup repair after global routing left no endpoint under its margin. The Yosys step of the flow raised 0 warnings.

The remaining design rule violation count is 0. Buffers inserted during clock tree synthesis total 56. The number of global-route vias before repair is 31700. Logic depth along the worst register-to-register path is recorded as 23.

The max-slew violation count is 0. The largest net degree at the start of global routing is 116. The max-slew check reports its worst relative slack as 41.5%. Across all setup checks in the final design, the least slack found is 5.87 ns. The worst hold-check path type is flop to flop. The final timing report derives a shortest allowable period of 7.53 ns.

The number of violations of the max-capacitance limit is 0. The OpenROAD warning count is 31. The category of the critical setup timing path is flop to flop. The post-synthesis sequential element count is 482. Setup slack on the worst reg-to-reg path comes out at 5.87 ns. For this design, the CTS-stage hold fixing added 0 buffers. The initial antenna violation count is 4. Max fanout on the critical path was recorded as 28. The origin of the critical flop-to-flop path is elem_idx[0].

The overall overflow remaining after global route is 0. Per the log, the first TritonRoute iteration ended with a DRC count of 1347. The fill cell total of the finished layout is 7539. The transition time at the pin with the least slew margin is 0.855 ns. The synthesized netlist was found by Yosys to have 4331 cells.

Sequential cells were found to cover 26.9% of the synthesized design area. The maximum clock insertion buffer count is 3. The ratio of final minimum period to clock period is 56.2%.

The category of the worst setup path capture point is a flop. Dividing the detail-routed wire length by the instance count gives 18.4 um. The final non-filler cell total is 5812. Among all flip-flop cells after synthesis, the most frequent one is sky130_fd_sc_hd__dfrtp_1. Static timing analysis puts the maximum clock frequency at 0.133 GHz. The clock tree root driver cell is sky130_fd_sc_hd__clkbuf_16.

The setup skew after layout is 0.0289 ns. Buffers added to address setup during post-CTS repair amount to 0. CTS built an H-tree with a depth of 2.

The core utilization at floorplan is 50.6%. After its last routability iteration, the placer logged a weighted congestion of 0.882. After floorplanning, the core was sized to cover 0.0886 mm^2. Cells with a size suffix above 1 make up 13.6% of the layout. The global routing usage summed across all routing layers is 26.4%. At the later pin of the worst-skew pair, clock insertion delay measures 0.63 ns.

Summing every instance area after synthesis gives 0.0449 mm^2. The synthesized instance count is 4331. The type of element launching the critical path is a flop. The worst setup slack before clock tree synthesis is 5.81 ns. The die extent in x is 302 um. The floorplan has 109 rows.

In this run the remaining antenna-violating nets after routing total 0. In this run the critical register-to-register path is captured at mult_cos_p_s1[19]. Across all hold checks on the routed design, the worst slack comes to 0.457 ns. The critical path endpoint has a required time of 13.91 ns. Pin placement for this block handled 356 I/O pins. Hold analysis shows the worst path with a depth of 0. The chip footprint is 0.0909 mm^2.

The total iterations of the first detailed-routing run is 26. By area the synthesized netlist is led by sky130_fd_sc_hd__dfrtp_1 (27%), sky130_fd_sc_hd__fa_1 (24%), sky130_fd_sc_hd__mux2_2 (10%). For this run, the detailed router reports a per-instance via density of 5.19. The via count is 30100. The final layout contains routed wiring with a total length of 107000 um. Counting instances in the post-synthesis netlist gives the leading cell types as sky130_fd_sc_hd__inv_1 (816), sky130_fd_sc_hd__fa_1 (546), sky130_fd_sc_hd__nand2_1 (498). The run finished with clean final reports. In the final timing run, aggregate negative setup slack is 0 ns. The mean cell area of the mapped netlist is 10.4 um^2. In this run, distinct cell masters in the synthesized netlist total 59. The post-synthesis cell type with the largest instance count is sky130_fd_sc_hd__inv_1. The layout overhead on the synthesized area is 15.0%. Yosys reports that the leading cell type by area covers 26.9% of the netlist area. The dominant cell type by area after synthesis is sky130_fd_sc_hd__dfrtp_1.

The number of endpoints failing setup at the final stage is 0. The post-CTS resize count is 0. Yosys reported that registers with async set or reset make up 100%. The total of buffers placed on input and output ports is 355. The final cell area excluding filler cells is 0.0516 mm^2. The utilization after layout is 58.2%.

After clock tree synthesis, the clock-pin slew on the worst setup and hold paths is 0.06 ns. The placed instances occupy a cell area of 0.0496 mm^2. Per the final timing report, the hold violations number 0. The placed wire-length estimate after detailed placement is 78500 um.

The hold path startpoint is idx_s1[1]. The chip area from the yosys synthesis statistics is 0.0449 mm^2. TritonCTS built the clock tree.

Clock tree synthesis found a total of 482 sinks. The first global-routing pass estimated 175000 um of wire. Per the placement report, the placed cell count is 5706. The signal arrival time at the worst endpoint is 8.04 ns.
==> layer usage <==
layer	global-route usage, %	vias to the layer above	part of all wire [%]
li1	-	14000	-
met1	39.7	15000	42
met2	39.2	934	45
met5	0	-	0.052
met4	6.06	8	3.0
met3	9.14	212	9.0
==> critical path, stage by stage, from the launching register on <==
cell and delay [ns]:
sky130_fd_sc_hd__dfrtp_4 0.65, sky130_fd_sc_hd__buf_4 0.52, sky130_fd_sc_hd__mux4_2 0.90, sky130_fd_sc_hd__and2_1 0.31
sky130_fd_sc_hd__fa_1 0.53, sky130_fd_sc_hd__inv_1 0.05, sky130_fd_sc_hd__fa_1 0.48, sky130_fd_sc_hd__fa_1 0.51
sky130_fd_sc_hd__inv_1 0.04, sky130_fd_sc_hd__ha_1 0.29, sky130_fd_sc_hd__fa_1 0.49, sky130_fd_sc_hd__inv_1 0.05
sky130_fd_sc_hd__fa_1 0.47, sky130_fd_sc_hd__inv_1 0.04, sky130_fd_sc_hd__ha_1 0.21, sky130_fd_sc_hd__nor4_1 0.24
sky130_fd_sc_hd__o21ai_0 0.19, sky130_fd_sc_hd__a31oi_1 0.41, sky130_fd_sc_hd__a21oi_1 0.13, sky130_fd_sc_hd__a21oi_1 0.24
sky130_fd_sc_hd__o21bai_1 0.09, sky130_fd_sc_hd__a21oi_1 0.17, sky130_fd_sc_hd__xnor2_1 0.08, sky130_fd_sc_hd__mux2_2 0.26
==> area by class of cell <==
class	count	area, um^2	area share [%]
Tap cell	1165	1460	2.83
Clock buffer	78	1610	3.13
Sequential cell	482	12100	23.4
Timing Repair Buffer	422	4090	7.92
Clock inverter	27	380	0.737
Multi-Input combinational cell	2819	28900	56.0
Inverter	818	3070	5.95
Antenna cell	1	2.50	0.00485
==> layout by cell type, fill, tap and decap left out, types with 18 or more instances in the layout <==
cell type and n:
sky130_fd_sc_hd__a21o_1 27, sky130_fd_sc_hd__a21oi_1 70, sky130_fd_sc_hd__and2_1 356, sky130_fd_sc_hd__buf_4 65, sky130_fd_sc_hd__clkbuf_16 56, sky130_fd_sc_hd__clkdlybuf4s50_1 354
sky130_fd_sc_hd__dfrtp_1 477, sky130_fd_sc_hd__fa_1 546, sky130_fd_sc_hd__ha_1 311, sky130_fd_sc_hd__inv_1 816, sky130_fd_sc_hd__mux2_2 406, sky130_fd_sc_hd__mux4_2 38
sky130_fd_sc_hd__nand2_1 498, sky130_fd_sc_hd__nand3_1 26, sky130_fd_sc_hd__nor2_1 70, sky130_fd_sc_hd__nor3_1 18, sky130_fd_sc_hd__o21a_1 19, sky130_fd_sc_hd__o21ai_0 80
sky130_fd_sc_hd__xnor2_1 157, sky130_fd_sc_hd__xor2_1 36
==> logic make-up (layout without fill, tap and decap cells) <==
group                      after synthesis  after routing  synth area share [%]
buffers and inverters                 1030           1345                  8.72
other                                    0              1                     0
adders and majority gates              857            857                  33.0
DFF                                    482            482                  26.9
muxes                                  452            452                  12.3
AOI/OAI and AO/OA                      273            273                  3.83
xor gates and xnor gates               197            197                  3.91
and+or+nand+nor                       1040           1040                  11.3
==> worst max path at each step <==
stage	from	end	slack, ns	cells after the start
after CTS	elem_idx[0]	mult_cos_q_s1[19]	5.82	24
after global routing	elem_idx[0]	mult_cos_q_s1[19]	5.33	24
final	elem_idx[0]	mult_cos_p_s1[19]	5.87	23
==> registers in the layout, summed over array words and instances (netlist names) <==
signal and count:
mult_cos_p_s1 20, done 1, mult_sin_p_s1 20, idx_s1 2, mult_sin_q_s1 20, result_q_s2 20, elem_idx 2, valid_s1 1
matrix_q_buf 80, mult_cos_q_s1 20, result_p_s2 20, valid_s2 1, matrix_col_q_new 80, matrix_p_buf 80, processing 1, sin_buf 16
idx_s2 2, cos_buf 16, matrix_col_p_new 80
